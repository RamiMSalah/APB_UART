<file path="design/flow/run.sh">
#!/bin/bash
# OpenROAD 26Q1-2900-gdf79404cd8, Yosys 0.63+post, stock flow scripts
make -C /OpenROAD-flow-scripts/flow DESIGN_CONFIG=/design/flow/config.mk WORK_HOME=/design/flow/orfs finish
</file>
<file path="design/flow/config.mk">
export PLATFORM = sky130hd
export DESIGN_NAME = FULL_UART
export DESIGN_NICKNAME = FULL_UART
export VERILOG_FILES = /design/flow/design.v
export SDC_FILE = /design/flow/constraint.sdc
export NUM_CORES = 4
export LEC_CHECK = 1
export CORE_UTILIZATION = 30
</file>
<file path="design/flow/constraint.sdc">
current_design FULL_UART

set clk_period 6.5
set clk_io_pct 0.2

create_clock -name clk0 -period $clk_period [get_ports {PCLK}]

set non_clock_inputs [all_inputs -no_clocks]
set_input_delay [expr $clk_period * $clk_io_pct] -clock clk0 $non_clock_inputs
set_output_delay [expr $clk_period * $clk_io_pct] -clock clk0 [all_outputs]
</file>
<file path="design/flow/design.v">
module FULL_UART #(
parameter WIDTH8 = 8             ,
parameter WIDTH18 = 18     
)(
    input        PCLK            ,
    input        PRESETn         ,
    input        tx_en           ,
    input        tx_rst          ,
    input        rx_rst          ,
    input     [18:0] baud_div    ,
    input        rx_en           , 
    input  [WIDTH8-1:0] tx_data  ,
    output [WIDTH8-1:0] rx_data  ,
    output       tx_busy         , 
    output       tx_done         ,
    output       rx_busy         ,
    output       rx_done         
);
    wire uart_line               ;   
    wire BCLK                    ;       
    baudrate
     baud_gen (
        .baud_div(baud_div),
        .clk(PCLK),
        .arst_n(PRESETn),
        .BCLK(BCLK)
    );
    UART_TRANSMITTER uart_tx (
        .clk(PCLK)               ,
        .arst_n(PRESETn)         ,
        .rst(tx_rst)             ,
        .BCLK(BCLK)              ,
        .tx_en(tx_en)            ,
        .data(tx_data)           ,
        .busy(tx_busy)           ,
        .done(tx_done)           ,
        .tx_data(uart_line)   
    );
    UART_RECIVER uart_rx (
        .clk(PCLK)               ,
        .arst_n(PRESETn)         ,
        .rst(rx_rst)             ,
        .BCLK(BCLK)              ,
        .rx_en(rx_en)            ,
        .rx_data(uart_line)      ,   
        .busy(rx_busy)           ,
        .done(rx_done)           ,
        .out(rx_data)
    );
endmodule
module UART_RECIVER 
#(
    parameter width  = 8,               
    parameter width2 = 3,               
    parameter IDLE   = 3'b000,          
    parameter START  = 3'b001,          
    parameter DATA   = 3'b010,          
    parameter STOP   = 3'b011,          
    parameter DONE   = 3'b100           
)
(
    input  rx_en,        
    input  BCLK,         
    input  rst,          
    input  arst_n,       
    input  clk,          
    input  rx_data,      
    output reg done,     
    output reg busy,     
    output reg rx_error, 
    output reg [7:0] out 
);
    reg [width2-1:0] cs, ns; 
    reg [9:0] rx_register;   
    reg [3:0] counter;       
    reg countdone;           
    reg r_Rx_Data_R, r_Rx_Data;  
always @(posedge clk) begin
    r_Rx_Data_R <= rx_data;
    r_Rx_Data   <= r_Rx_Data_R;
end
always @(posedge clk or negedge arst_n) begin
    if(~arst_n) begin
        cs <= IDLE;
    end else if(rst) begin
        cs <= IDLE;
    end else if(BCLK) begin
        cs <= ns;
    end
end
always @(posedge clk or negedge arst_n) begin
    if(~arst_n) begin
        busy        <= 0;
        out         <= 0;
        rx_register <= 0;
        done        <= 0;
        counter     <= 0;
        countdone   <= 0;
    end 
    else if(rst) begin
        busy        <= 0;
        out         <= 0;
        rx_register <= 0;
        done        <= 0;
        counter     <= 0;
        countdone   <= 0;
    end 
    else begin
        case (cs)
            IDLE: begin
                busy      <= 0;
                done      <= 0;
                counter   <= 0;
                countdone <= 0;
            end
            START: begin
                if(BCLK) begin
                    busy <= 1;
                    rx_register[0] <= r_Rx_Data;
                end
            end 
            DATA: begin
                if(BCLK) begin
                    rx_register[counter+1] <= r_Rx_Data;
                    if(counter == 7) begin
                        countdone <= 1'b1;
                    end else begin
                        counter   <= counter+1;
                        countdone <= 1'b0;
                    end
                end
            end 
            STOP: begin
                if(BCLK) begin
                    rx_register[9] <= r_Rx_Data; 
                end
            end
            DONE: begin
                if(BCLK) begin
                    busy  <= 0;
                    done  <= 1;
                    out   <= rx_register[8:1]; 
                end
            end
            default: begin
                busy <= 0;
                done <= 0;
            end
        endcase
    end
end
always @(*) begin
    ns = cs;
    case (cs)
        IDLE:  if(rx_en && ~r_Rx_Data) ns = START;  
        START: ns = DATA;
        DATA:  if(countdone) ns = STOP;
        STOP:  ns = DONE;
        DONE:  ns = IDLE;
        default: ns = IDLE;
    endcase
end
always @(posedge clk or negedge arst_n) begin
    if (~arst_n)
        rx_error <= 0;
    else if (done) begin
        if (rx_register[0] != 1'b0 || rx_register[9] != 1'b1)
            rx_error <= 1;
        else
            rx_error <= 0;
    end
end
endmodule
module UART_TRANSMITTER 
#(
    parameter width  = 8,               
    parameter width2 = 3,               
    parameter IDLE   = 3'b000,          
    parameter START  = 3'b001,          
    parameter DATA   = 3'b010,          
    parameter STOP   = 3'b011,          
    parameter DONE   = 3'b100           
)
(
    input  tx_en,        
    input  BCLK,         
    input  rst,          
    input  arst_n,       
    input  clk,          
    input  [7:0] data,   
    output reg done,     
    output reg busy,     
    output reg tx_data   
);
    reg [width2-1:0] cs, ns; 
    reg [9:0] tx_register;     
    reg [3:0] counter;        
    reg countdone;            
always @(posedge clk or negedge arst_n) begin
    if(~arst_n)
        cs <= IDLE;
    else if(rst)
        cs <= IDLE;
    else if(BCLK)
        cs <= ns;
end
always @(posedge clk or negedge arst_n) begin
    if(~arst_n) begin
        countdone   <= 0;
        counter     <= 0;
        tx_register <= 0;
        done        <= 0;
        busy        <= 0;
        tx_data     <= 1'b1;  
    end 
    else if(rst) begin
        countdone   <= 0;
        counter     <= 0;
        tx_register <= 0;
        done        <= 0;
        busy        <= 0;
        tx_data     <= 1'b1;
    end 
    else begin
        case (cs)
            IDLE: begin
                done    <= 0;
                busy    <= 0;
                tx_data <= 1'b1;  
                counter <= 0;
            end
            START: begin
                if(BCLK) begin
                    tx_register <= {1'b1, data, 1'b0};  
                    tx_data     <= 1'b0;                
                    busy        <= 1;
                end
            end
            DATA: begin
                if(BCLK) begin
                    tx_data <= tx_register[counter];    
                    if(counter == 8) begin
                        countdone <= 1'b1;
                    end else begin
                        counter   <= counter + 1;
                        countdone <= 0;
                    end
                end
            end
            STOP: begin
                if(BCLK) begin
                    tx_data   <= tx_register[9];  
                    countdone <= 0;
                end
            end
            DONE: begin
                if(BCLK) begin
                    busy    <= 0;
                    done    <= 1;
                    tx_data <= 1'b1;   
                end
            end
            default: begin
                tx_data <= 1'b1;
                busy    <= 0;
                done    <= 0;
            end
        endcase
    end
end
always @(*) begin
    ns = cs;
    case (cs)
        IDLE:  if(tx_en) ns = START;
        START: ns = DATA;
        DATA:  if(countdone) ns = STOP;
        STOP:  ns = DONE;
        DONE:  ns = IDLE;
        default: ns = IDLE;
    endcase
end
endmodule
module baudrate (
input  [18:0] baud_div, 
input clk        ,
input arst_n     ,
output reg  BCLK  
);
reg [19:0] counter;
always @(posedge clk or negedge arst_n) begin
    if(~arst_n) begin
      counter <= 0;
      BCLK    <= 0;
    end else begin
        if(counter == baud_div-1) begin
          BCLK <= 1;
          counter <=0;
        end else begin
            counter <= counter +1;
            BCLK <=0;
        end
    end
end
endmodule
</file>
==> Slide: Implementation Results <==
Run Summary

Drt
  • Remaining antenna violation count: 0
  • Initial DRC count: 198
  • Drt via density: slightly above 5
  • Pre-antenna DRT Iters: 4
  • DRC viols: 0
  • Post-DR wirelength/cell: 12.9 um
  • Routed via count: ~3600
  • Antenna Cells: 0
  • Routed Wire Length: between 9000 and 10000 um

Synth
  • Cell with the most instances after synthesis: dfrtp_1
  • Flip-flops with a built-in enable: 0
  • Leading area contributor after synthesis: dfrtp_1
  • Register share after synthesis: 0.411
  • Syn_area_per_cell: 9.07 um^2
  • YS chip area: roughly 0.0044 mm^2
  • Top area cell types: dfrtp_1 38%, nand2_1 4.9%, xor2_1 4.7%, a21oi_1 4.4%, a21oi_2 3.8%
  • Commonest flop: dfrtp_1
  • Commonest cells in the netlist: 68 x dfrtp_1, 58 x nand2_1, 39 x a21oi_1, 34 x nor2_1, 29 x nand3_1
  • Mapped cell area: between 0.004 and 0.005 mm^2
  • Synthesis Warnings: 3
  • Yosys Instances: 488
  • Cell Type Count: around 65
  • Post-synthesis async set-or-reset flop share: 0.973
  • Post-synth regs: around 73
  • Top cell area share: 0.384
  • Syn Inst Count: just under 500

Placement
  • Area post-placement: 0.00500 mm^2
  • Place WS: between 2 and 2.5 ns
  • Hpwl dp: between 6000 and 7000 um
  • Placed cells: 693
  • RePlAce Congestion: around 0.94
  • IO Port Bufs: 44

Layout
  • Non-filler cells, final: between 700 and 800
  • Reg area: 0.00182 mm^2
  • Final Instance Area: between 0.005 and 0.006 mm^2
  • Share of cells above drive strength 1: 0.0990
  • Comb. cell area: ~0.0024 mm^2
  • Final Util: 0.366
  • Synth-to-Final Area Change: 19.8%
  • Filler cells: 1388

Critical path
  • Critical path's top delay family: simple AND/OR/NAND/NOR gates
  • CP max-delay cell: nor3_1
  • Reg2Reg Setup Slack: 4.12 ns
  • Worst Path Arrival: 4.00 ns
  • Type of origin of the critical path: primary input
  • Crit. End Element: flip-flop
  • Worst Path Max Fanout: 21
  • Buffer and inverter count on the worst path: 2
  • CP max stage delay: ~0.54 ns
  • Worst-path cell chain: clkdlybuf4s50_1, nor3_1, nand4_1, nor4b_1, a221oi_1, nor4_4, buf_4, and2_1
  • WP data required: slightly below 7 ns
  • Crit path kind: in -> reg

Timing
  • Slew HR: 0.487
  • Max Fclk: approximately 270 MHz
  • Setup TNS Final: 0 ns
  • Post-layout period usage: 0.575
  • Final setup fails: 0
  • Worst-margin pin slew: about 0.77 ns
  • RSZ-0062 raised after global routing: no
  • Slew Viols, Final: 0
  • Worst setup margin: 2.76 ns
  • Post-layout min period: 3.74 ns
  • Final Hold Vio Count: 0
  • Clock Skew: about 0.0066 ns

Run
  • Total tool warning count: 30
  • Max-cap viol count: 0

Clock network
  • Worst-path clk slew: ~0.060 ns
  • Clk buf depth: 2
  • TritonCTS buffer count: 9
  • Post-CTS sizing: 0
  • CTS Hold Bufs: 0
  • H-tree level count: 3
  • TritonCTS clock tree: yes
  • Root Driver: clkbuf_16
  • Late-Pin Clk Latency: approximately 0.32 ns
  • Clock sinks: ~73
  • Post-CTS setup buffer count: 0

Outcome
  • Status: complete, no violations

Die
  • Die area: ~0.015 mm^2
  • I/O pins: between 40 and 50
  • Chip height: 123 um
  • Core footprint: ~0.014 mm^2
  • Die Width: about 120 um
  • Row count: roughly 44
  • FP Core Util: 0.306

GRT
  • Largest net degree at the start of global routing: ~46
  • Number of global-route vias before repair: approximately 3400
  • Grt total ovfl: 0
  • First-pass GRT wire length: about 16000 um
  • Initial antenna violation count: 0
  • Total Routing Usage GR: 0.135

Min path
  • Hold Crit Class: reg -> reg

Power and ir drop
  • PwrDens: about 190 mW/mm^2
  • P_leak: ~0.0020 uW
  • Maximum VDD drop: about 0.00010 V
per-stage QoR:
stage | power, uW | hold WS, ns
final | 1020 | 0.332
after global routing | 1070 | 0.348
after CTS | 1040 | 0.338
after detailed placement | 537 | 0.322
after global placement | 537 | 0.314
after floorplan | 498 | 0.310
layer usage:
layer | global-route usage | vias up | routed length, um
li1 | - | 1801 | -
met1 | 0.216 | 1717 | 4760
met2 | 0.203 | 71 | 3980
met3 | 0.0235 | 7 | 335
met4 | 0.00979 | 0 | 74
met5 | 0 | - | 0
where the power goes:
group,internal [uW],switching [uW],total (uW)
combinational,31.6,37.8,69.5
clock,318,178,496
sequential,456,2.26,458
total,806,218,1020
cell usage in the layout, fill, tap and decap left out, types with 3 or more instances in the layout:
cell type         n
dfrtp_1          68
nand2_1          58
clkdlybuf4s50_1  43
a21oi_1          39
nor2_1           34
nand3_1          29
xor2_1           24
a21oi_2          19
xnor2_1          18
nor3_1           15
inv_1            12
o21ai_0          12
nor4_1           10
ha_1             10
nand4_1           9
clkbuf_16         9
nor2b_1           8
and2_1            7
nand2b_1          7
mux2i_1           7
or3_1             5
o22ai_1           4
o31ai_1           4
a32o_1            4
buf_4             4
and3b_1           3
nor4_4            3
nand4b_1          3
and3_1            3
dfstp_2           3
worst register-to-register path: stages (launching register included):
cell and delay (ns):
dfrtp_1 0.49, ha_1 0.32, and2_1 0.18, a21oi_1 0.15, nor2_1 0.06, ha_1 0.19
nor2_1 0.09, o311ai_0 0.18, or3_1 0.36, nor2_1 0.16, a32o_1 0.15
worst paths after layout:
check,cells past startpoint,start,to
worst min-delay path,0,uart_rx.r_Rx_Data_R,uart_rx.r_Rx_Data
min in group asynchronous,1,PRESETn,uart_rx.cs[4]
worst min register to register,0,uart_rx.r_Rx_Data_R,uart_rx.r_Rx_Data
worst max register to register,10,uart_rx.counter[0],uart_rx.rx_register[5]
max in group asynchronous,2,PRESETn,baud_gen.counter[7]
worst max-delay path,8,baud_div[2],baud_gen.BCLK
registers in the layout (all words and copies together) (netlist names), 4 cells and up:
name                 count
baud_gen.counter        20
uart_tx.tx_register      9
uart_rx.out              8
uart_rx.rx_register      8
uart_rx.cs               5
uart_tx.cs               5
uart_rx.counter          4
uart_tx.counter          4
cell type report:
type / instances / area share
clock inverter: 4 / 0.00967
sequential: 73 / 0.343
clock buffer: 12 / 0.0483
multi-input combinational: 374 / 0.458
timing repair buffer: 48 / 0.0877
inverter: 14 / 0.00991
tap: 184 / 0.0434
kinds of logic (layout without fill, tap and decap cells):
group	count (synthesis)	count (layout)	share of synthesized area
mux	9	9	0.0235
compound gates	107	107	0.163
xor+xnor	43	43	0.0882
fa+ha+maj	10	10	0.0283
flops	73	73	0.411
simple gates	205	205	0.243
buf+inv	41	78	0.0424
No activity file was given, so power comes from the tool's default toggle rates.
