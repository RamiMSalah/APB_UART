**flow/run.sh**
```bash
#!/bin/bash
# OpenROAD 26Q1-2900-gdf79404cd8, Yosys 0.63+post, stock flow scripts
make -C /OpenROAD-flow-scripts/flow DESIGN_CONFIG=/design/flow/config.mk WORK_HOME=/design/flow/orfs finish
```
**flow/constraint.sdc**
```tcl
current_design UART_APB_TOP

set clk_period 6.0
set clk_io_pct 0.2

create_clock -name clk0 -period $clk_period [get_ports {PCLK}]

set non_clock_inputs [all_inputs -no_clocks]
set_input_delay [expr $clk_period * $clk_io_pct] -clock clk0 $non_clock_inputs
set_output_delay [expr $clk_period * $clk_io_pct] -clock clk0 [all_outputs]
```
**flow/config.mk**
```make
export PLATFORM = sky130hd
export DESIGN_NAME = UART_APB_TOP
export DESIGN_NICKNAME = UART_APB_TOP
export VERILOG_FILES = /design/flow/design.v
export SDC_FILE = /design/flow/constraint.sdc
export NUM_CORES = 4
export LEC_CHECK = 1
export CORE_UTILIZATION = 40
```
**flow/design.v**
```verilog
module APB_SLAVE #(
parameter  Width = 32                         ,    
parameter  Width2 = 2                         ,    
parameter IDLE      = 2'b00                   ,
parameter SETUP     = 2'b01                   ,
parameter ACCESS    = 2'b10                   
)(
input  [Width-1:0] PADDR                      ,
input  [Width-1:0] PWDATA                     ,
input tx_busy                                 ,
input tx_done                                 ,
input rx_busy                                 ,
input rx_done                                 ,
input [7:0] rx_data                           ,
input PCLK                                    ,
input PRESETn                                 ,
input PSEL                                    ,
input PENABLE                                 ,
input PWRITE                                  ,
output  reg [Width-1:0]   PRDATA              ,
output reg   PREADY                           ,
output rx_en                                  ,
output rx_rst                                 ,
output tx_en                                  ,
output tx_rst                                 ,
output [18:0] baud_div                        ,
output [7:0] tx_data                           
);
reg [Width2-1:0] cs                           ;
reg [Width2-1:0] ns                           ;
reg [Width-1:0] CTRL_REG                      ;
reg [Width-1:0] STATS_REG                     ;
reg [Width-1:0] TX_DATA                       ;
reg [Width-1:0] RX_DATA                       ;
reg [Width-1:0] BAUDIV                        ;
always @(posedge PCLK or negedge PRESETn) begin
    if(~PRESETn) begin
        cs <= IDLE;
    end else begin
        cs <= ns;
    end
end
always @(posedge PCLK or negedge PRESETn) begin
    if(~PRESETn) begin
      CTRL_REG  <= 32'b0;
      STATS_REG <= 32'b0;
      TX_DATA   <= 32'b0;
      RX_DATA   <= 32'b0;
      BAUDIV    <= 32'b0;
    end else begin
        if(cs == ACCESS &&PWRITE) begin
          if(PADDR==32'h0000) begin
            CTRL_REG <= {28'b0, PWDATA[3:0]};
          end 
          else if(PADDR==32'h0002) begin
                TX_DATA <= {24'b0,PWDATA[7:0]};
          end 
          else if(PADDR==32'h0004) begin
                BAUDIV <= PWDATA[18:0];
          end
        end 
        else begin
          if(cs==ACCESS && ~PWRITE) begin
            if(PADDR==32'h0000) begin
                PRDATA <= {28'b0, CTRL_REG[3:0]};
            end
            else if(PADDR==32'h0001) begin
                PRDATA <= {27'b0, STATS_REG[4:0]};
            end 
            else if (PADDR==32'h0002) begin
                PRDATA <= {24'b0, TX_DATA[7:0]};
            end
            else if (PADDR==32'h0003) begin
                PRDATA <= {24'b0,RX_DATA[7:0]};
            end 
            else begin
                PRDATA <= {13'b0,BAUDIV[18:0]};
            end
          end
        end
        end
end
always @(*) begin
ns = cs;
case (cs)
IDLE: begin
  if(PSEL) begin
    ns = SETUP; 
  end 
end
SETUP: begin
  if(PENABLE) begin
    ns = ACCESS;
  end 
end
ACCESS: begin
    if(PREADY && PSEL && ~PENABLE) begin
        ns = SETUP;
    end else if(PREADY && ~PSEL) begin
      ns = IDLE;
    end
end
    default: begin
        ns = IDLE;
    end
endcase
end
always @(*) begin
  case (cs)
    IDLE:   PREADY = 1'b0;
    SETUP:  PREADY = 1'b0;
    ACCESS: PREADY = 1'b1;  
    default:PREADY = 1'b0;
  endcase
end
    assign rx_en = CTRL_REG[0] ;
    assign rx_rst = CTRL_REG[1] ;
    assign tx_rst = CTRL_REG[2] ;
    assign tx_en = CTRL_REG[3] ;
    assign baud_div = BAUDIV;
    assign tx_data = TX_DATA[7:0] ;
always @(posedge PCLK or negedge PRESETn) begin
    if (~PRESETn)
        STATS_REG <= 0 ;
    else begin
        STATS_REG[0] <= tx_busy ;
        STATS_REG[1] <= tx_done ;
        STATS_REG[2] <= rx_busy ;
        STATS_REG[3] <= rx_done ;
        STATS_REG[31:4] <= 0 ;
    end
end
always @(posedge PCLK or negedge PRESETn) begin
    if(~PRESETn)
        RX_DATA <= 0 ;
    else if(rx_done) begin
        RX_DATA[7:0] <= rx_data ;
    end
end
endmodule 
module UART_APB_TOP #(
    parameter WIDTH32 = 32       ,
    parameter WIDTH8  = 8        ,
    parameter WIDTH18 = 18     
)(
    input  PSEL                  ,
    input  PENABLE               ,
    input  PWRITE                ,
    input  PCLK                  ,
    input  PRESETn               ,
    input  BAUD                  ,
    input  [WIDTH32-1:0] PADDR   ,
    input  [WIDTH32-1:0] PWDATA  , 
    output [WIDTH32-1:0] PRDATA  ,
    output PREADY
);
    wire        tx_busy, tx_done                    ;
    wire        rx_busy, rx_done                    ;
    wire        tx_en, tx_rst                       ;
    wire        rx_en, rx_rst                       ;
    wire        uart_line                           ;   
    wire        BCLK                                ;       
    wire [WIDTH18:0] baud_div                     ;
    wire [WIDTH8-1:0]  tx_data                      ;
    wire [WIDTH8-1:0]  rx_data                      ;
    baudrate
     baud_gen (
        .baud_div(baud_div),
        .clk(PCLK),
        .arst_n(PRESETn),
        .BCLK(BCLK)
    );
    APB_SLAVE apb (
        .baud_div(baud_div),
        .PCLK(PCLK),
        .PRESETn(PRESETn),
        .PSEL(PSEL),
        .PENABLE(PENABLE),
        .PWRITE(PWRITE),
        .PADDR(PADDR),
        .PWDATA(PWDATA),
        .PRDATA(PRDATA),
        .PREADY(PREADY),
        .tx_busy(tx_busy),
        .tx_done(tx_done),
        .rx_busy(rx_busy),
        .rx_done(rx_done),
        .rx_data(rx_data),
        .tx_data(tx_data),
        .tx_en(tx_en),
        .tx_rst(tx_rst),
        .rx_en(rx_en),
        .rx_rst(rx_rst)
    );
    UART_TRANSMITTER uart_tx (
        .clk(PCLK),
        .arst_n(PRESETn),
        .rst(tx_rst),
        .BCLK(BCLK),
        .tx_en(tx_en),
        .data(tx_data),
        .busy(tx_busy),
        .done(tx_done),
        .tx_data(uart_line)   
    );
    UART_RECIVER uart_rx (
        .clk(PCLK),
        .arst_n(PRESETn),
        .rst(rx_rst),
        .BCLK(BCLK),
        .rx_en(rx_en),
        .rx_data(uart_line),   
        .busy(rx_busy),
        .done(rx_done),
        .out(rx_data)
    );
endmodule
module UART_RECIVER 
#(
    parameter width  = 8,               
    parameter width2 = 3,               
    parameter IDLE   = 3'b000,          
    parameter START  = 3'b001,          
    parameter DATA   = 3'b010,          
    parameter STOP   = 3'b011,          
    parameter DONE   = 3'b100           
)
(
    input  rx_en,        
    input  BCLK,         
    input  rst,          
    input  arst_n,       
    input  clk,          
    input  rx_data,      
    output reg done,     
    output reg busy,     
    output reg rx_error, 
    output reg [7:0] out 
);
    reg [width2-1:0] cs, ns; 
    reg [9:0] rx_register;   
    reg [3:0] counter;       
    reg countdone;           
    reg r_Rx_Data_R, r_Rx_Data;  
always @(posedge clk) begin
    r_Rx_Data_R <= rx_data;
    r_Rx_Data   <= r_Rx_Data_R;
end
always @(posedge clk or negedge arst_n) begin
    if(~arst_n) begin
        cs <= IDLE;
    end else if(rst) begin
        cs <= IDLE;
    end else if(BCLK) begin
        cs <= ns;
    end
end
always @(posedge clk or negedge arst_n) begin
    if(~arst_n) begin
        busy        <= 0;
        out         <= 0;
        rx_register <= 0;
        done        <= 0;
        counter     <= 0;
        countdone   <= 0;
    end 
    else if(rst) begin
        busy        <= 0;
        out         <= 0;
        rx_register <= 0;
        done        <= 0;
        counter     <= 0;
        countdone   <= 0;
    end 
    else begin
        case (cs)
            IDLE: begin
                busy      <= 0;
                done      <= 0;
                counter   <= 0;
                countdone <= 0;
            end
            START: begin
                if(BCLK) begin
                    busy <= 1;
                    rx_register[0] <= r_Rx_Data;
                end
            end 
            DATA: begin
                if(BCLK) begin
                    rx_register[counter+1] <= r_Rx_Data;
                    if(counter == 7) begin
                        countdone <= 1'b1;
                    end else begin
                        counter   <= counter+1;
                        countdone <= 1'b0;
                    end
                end
            end 
            STOP: begin
                if(BCLK) begin
                    rx_register[9] <= r_Rx_Data; 
                end
            end
            DONE: begin
                if(BCLK) begin
                    busy  <= 0;
                    done  <= 1;
                    out   <= rx_register[8:1]; 
                end
            end
            default: begin
                busy <= 0;
                done <= 0;
            end
        endcase
    end
end
always @(*) begin
    ns = cs;
    case (cs)
        IDLE:  if(rx_en && ~r_Rx_Data) ns = START;  
        START: ns = DATA;
        DATA:  if(countdone) ns = STOP;
        STOP:  ns = DONE;
        DONE:  ns = IDLE;
        default: ns = IDLE;
    endcase
end
always @(posedge clk or negedge arst_n) begin
    if (~arst_n)
        rx_error <= 0;
    else if (done) begin
        if (rx_register[0] != 1'b0 || rx_register[9] != 1'b1)
            rx_error <= 1;
        else
            rx_error <= 0;
    end
end
endmodule
module UART_TRANSMITTER 
#(
    parameter width  = 8,               
    parameter width2 = 3,               
    parameter IDLE   = 3'b000,          
    parameter START  = 3'b001,          
    parameter DATA   = 3'b010,          
    parameter STOP   = 3'b011,          
    parameter DONE   = 3'b100           
)
(
    input  tx_en,        
    input  BCLK,         
    input  rst,          
    input  arst_n,       
    input  clk,          
    input  [7:0] data,   
    output reg done,     
    output reg busy,     
    output reg tx_data   
);
    reg [width2-1:0] cs, ns; 
    reg [9:0] tx_register;     
    reg [3:0] counter;        
    reg countdone;            
always @(posedge clk or negedge arst_n) begin
    if(~arst_n)
        cs <= IDLE;
    else if(rst)
        cs <= IDLE;
    else if(BCLK)
        cs <= ns;
end
always @(posedge clk or negedge arst_n) begin
    if(~arst_n) begin
        countdone   <= 0;
        counter     <= 0;
        tx_register <= 0;
        done        <= 0;
        busy        <= 0;
        tx_data     <= 1'b1;  
    end 
    else if(rst) begin
        countdone   <= 0;
        counter     <= 0;
        tx_register <= 0;
        done        <= 0;
        busy        <= 0;
        tx_data     <= 1'b1;
    end 
    else begin
        case (cs)
            IDLE: begin
                done    <= 0;
                busy    <= 0;
                tx_data <= 1'b1;  
                counter <= 0;
            end
            START: begin
                if(BCLK) begin
                    tx_register <= {1'b1, data, 1'b0};  
                    tx_data     <= 1'b0;                
                    busy        <= 1;
                end
            end
            DATA: begin
                if(BCLK) begin
                    tx_data <= tx_register[counter];    
                    if(counter == 8) begin
                        countdone <= 1'b1;
                    end else begin
                        counter   <= counter + 1;
                        countdone <= 0;
                    end
                end
            end
            STOP: begin
                if(BCLK) begin
                    tx_data   <= tx_register[9];  
                    countdone <= 0;
                end
            end
            DONE: begin
                if(BCLK) begin
                    busy    <= 0;
                    done    <= 1;
                    tx_data <= 1'b1;   
                end
            end
            default: begin
                tx_data <= 1'b1;
                busy    <= 0;
                done    <= 0;
            end
        endcase
    end
end
always @(*) begin
    ns = cs;
    case (cs)
        IDLE:  if(tx_en) ns = START;
        START: ns = DATA;
        DATA:  if(countdone) ns = STOP;
        STOP:  ns = DONE;
        DONE:  ns = IDLE;
        default: ns = IDLE;
    endcase
end
endmodule
module baudrate (
input  [18:0] baud_div, 
input clk        ,
input arst_n     ,
output reg  BCLK  
);
reg [19:0] counter;
always @(posedge clk or negedge arst_n) begin
    if(~arst_n) begin
      counter <= 0;
      BCLK    <= 0;
    end else begin
        if(counter == baud_div-1) begin
          BCLK <= 1;
          counter <=0;
        end else begin
            counter <= counter +1;
            BCLK <=0;
        end
    end
end
endmodule
```
==> results.toml <==
# synthesis and place-and-route metrics
[layout]
final_core_util_pct = 58.6
finish.instance_area_sq_um = 3310
flow.area_growth_from_synthesis_pct = 37.2
layout-drive-gt1-share_pct = 19.7

[clocking]
numClockSinks = 53
cts-root-buf = "sky130_fd_sc_hd__clkbuf_8"
clock.latency.late_pin_ns = 0.30
ctsHoldBuffers = 0
path_clk_slew_ns = 0.09
cts-resized-gates = 0
cts_inserted_buffers = 5
tritoncts = "built"
postCtsSetupRepairBufs = 0
cts.path.max_buffers = 2
cts-htree-levels = 2

[synth]
netlist.area_leader.share_pct = 34.3
syn-cell-area_sq_um = 2410
async_reset_ff_share_pct = 64.2
synth-edff-count = 19
synth_top_flop_cell = "sky130_fd_sc_hd__dfrtp_1"
yosysCellCount = 169
ys_warns = 80
postSynthSeqShare_pct = 59.0
instance_tally_after_logic_synthesis = 169
syn_avg_cell_area_sq_um = 14.3
top_post_synthesis_cells_by_count = "sky130_fd_sc_hd__dfrtp_1 (33), sky130_fd_sc_hd__mux2_2 (21), sky130_fd_sc_hd__edfxtp_1 (19)"
synth_flops = 53
netlist-cell-type-count = 27
synth_chip_area_sq_um = 2410
post-synth-top-area-cell = "sky130_fd_sc_hd__dfrtp_1"
yosys-top-cells-area = "sky130_fd_sc_hd__dfrtp_1 (34%), sky130_fd_sc_hd__edfxtp_1 (24%), sky130_fd_sc_hd__mux2_2 (9.8%), sky130_fd_sc_hd__mux2_4 (6.2%), sky130_fd_sc_hd__buf_4 (4.0%)"
synth_dominant_cell_count = "sky130_fd_sc_hd__dfrtp_1"

[global_routing]
overflow_after_grt = 0
grt_antenna_before_repair = 0
pin_count_of_the_biggest_net_entering_global_routing = 36
via_count_of_the_first_global_routing_pass = 1523
grt_pass1_wl_mm = 7.51
global_route.usage.total_pct = 16.1

[die]
rows = 27
boundaryPins = 103
initCoreUtil_pct = 42.7
floorplan.core_area_sq_um = 5640
floorplan.die.width_microns = 79.6
chipArea_sq_um = 6340
fp.dieH_microns = 79.6

[route]
num_vias = 1572
dr.pass1.iters = 2
detailedRoute.firstIterationViolations = 61
antenna_cells = 0
vias_cell = 4.90
post-route-drc-count = 0
routedWlPerCell_microns = 14.0
postRouteAntennaNets = 0
routed_wirelength_mm = 4.50

[power]
ir_drop_mv = 0.110
power_density_nw_per_um2 = 204
static-leakage-power_nw = 1.40

[setup_path]
path_delay_family = "buffers and inverters"
slowest_delay_ns = 0.57
arrival_ns = 3.60
crit_slowest_cell = "sky130_fd_sc_hd__nor4_4"
worst_path_most_repeated_cell = "sky130_fd_sc_hd__buf_4"
critical_path_peak_fanout = 20
timing.critical_path.buf_inv = 3
cp_data_required_time_ns = 6.19
path_cells = "clkdlybuf4s50_1 -> nor4_1 -> nand4_1 -> buf_4 -> nor4_4 -> buf_4 -> mux2_2"
crit_path_start_kind = "input port"
timing.setup.critical_path_class = "input port to register"
cp-end-kind = "register"

[timing]
timing.final.max_slew_violations = 0
timing.final.hold_violations = 0
grt_setup_unrepaired = "false"
max_freq_ghz = 0.294
tightest_slew_ns = 0.785
slew-limit-headroom_pct = 47.5
fin_worst_skew_ns = 0.00545
setup_viol_count_final = 0
fin_hold_ws_ns = 0.487
finalWorstPathRequiredPeriod_ns = 3.41
tns_ns = 0
post_route_clock_period_utilization_pct = 56.8

[placed_design]
placer_congestion_estimate = 0.760
numPortBuffers = 75
hpwl_mm = 3.25
dpl-instance-area_sq_um = 3200

[min_path]
worst_hold_path_type = "register to register"

[outcome]
outcome = "complete, no violations"

[job]
log.warning_count = 39
cap_viol_max_count = 0
## worst reg2reg max path, cell delays in order, from the launching register on
cell and delay, ns:
sky130_fd_sc_hd__dfrtp_1 0.47, sky130_fd_sc_hd__nand3_1 0.17, sky130_fd_sc_hd__nor4_4 0.47, sky130_fd_sc_hd__buf_4 0.38
sky130_fd_sc_hd__mux2_2 0.37
## flip-flops by register name (all words and copies together), names as in the netlist
signal	count
apb.CTRL_REG	4
apb.TX_DATA	8
apb.PRDATA	19
apb.BAUDIV	19
apb.cs	3
## placed cells by master, fill, tap and decap left out
master / netlist / routed
sky130_fd_sc_hd__a21oi_1: 1 / 1
sky130_fd_sc_hd__and3b_1: 1 / 1
sky130_fd_sc_hd__buf_4: 13 / 4
sky130_fd_sc_hd__bufinv_16: 0 / 1
sky130_fd_sc_hd__clkbuf_8: 0 / 5
sky130_fd_sc_hd__clkdlybuf4s50_1: 0 / 75
sky130_fd_sc_hd__clkinv_1: 0 / 1
sky130_fd_sc_hd__clkinvlp_4: 0 / 1
sky130_fd_sc_hd__conb_1: 1 / 13
sky130_fd_sc_hd__dfrtp_1: 33 / 33
sky130_fd_sc_hd__dfstp_2: 1 / 1
sky130_fd_sc_hd__edfxtp_1: 19 / 19
sky130_fd_sc_hd__inv_1: 2 / 2
sky130_fd_sc_hd__mux2_2: 21 / 21
sky130_fd_sc_hd__mux2_4: 10 / 10
sky130_fd_sc_hd__mux2i_1: 4 / 4
sky130_fd_sc_hd__nand2_1: 4 / 4
sky130_fd_sc_hd__nand3_1: 2 / 2
sky130_fd_sc_hd__nand4_1: 2 / 2
sky130_fd_sc_hd__nand4_2: 1 / 1
sky130_fd_sc_hd__nor2_1: 5 / 5
sky130_fd_sc_hd__nor2b_1: 14 / 14
sky130_fd_sc_hd__nor3_1: 3 / 3
sky130_fd_sc_hd__nor3_4: 1 / 1
sky130_fd_sc_hd__nor4_1: 3 / 3
sky130_fd_sc_hd__nor4_4: 4 / 4
sky130_fd_sc_hd__o21ai_0: 10 / 10
sky130_fd_sc_hd__o31ai_1: 4 / 4
sky130_fd_sc_hd__o41ai_1: 4 / 4
## through the flow
step                      std cells  setup WS, ns  total power [mW]
final                           321          2.59             0.674
after CTS                       321          2.59             0.681
after global routing            321          2.41             0.705
after detailed placement        313          2.28             0.449
after global placement          313          2.31             0.448
after floorplan                 181          3.16             0.402
## layout make-up
| type | instances | area [sq um] |
|---|---|---|
| timing repair buffer | 79 | 781 |
| fill | 438 | 2330 |
| clock inverter | 3 | 41.3 |
| tap | 72 | 90.1 |
| multi-input combinational | 107 | 896 |
| clock buffer | 5 | 68.8 |
| sequential | 53 | 1420 |
| inverter | 2 | 7.51 |
## worst paths after layout
kind                                startpoint                         end  slack (ns)  cells after the start
max                                  PADDR[15]   apb.BAUDIV[9]$_DFFE_PN0P_        2.59                      7
min                        apb.cs[0]$_DFF_PN1_         apb.cs[0]$_DFF_PN1_        0.49                      2
max reg2reg                apb.cs[1]$_DFF_PN0_   apb.BAUDIV[9]$_DFFE_PN0P_        4.04                      4
min reg2reg                apb.cs[0]$_DFF_PN1_         apb.cs[0]$_DFF_PN1_        0.49                      2
max in group asynchronous              PRESETn         apb.cs[0]$_DFF_PN1_        4.35                      2
min in group asynchronous              PRESETn  apb.BAUDIV[17]$_DFFE_PN0P_        1.30                      2
## power by group
group / switching (mW) / leakage (nW) / internal (mW) / total (mW)
Clock: 0.110 / 0.0518 / 0.123 / 0.233
Sequential: 0.00258 / 0.659 / 0.378 / 0.380
Combinational: 0.0203 / 0.690 / 0.0399 / 0.0602
Total: 0.133 / 1.40 / 0.541 / 0.674
## kinds of logic after synthesis
group / Yosys count / share of synthesized area, %
buffers and inverters: 21 / 5.66
muxes: 35 / 17.7
AOI/OAI and AO/OA: 19 / 4.98
other: 1 / 0.156
DFF: 53 / 59.0
and+or+nand+nor: 40 / 12.5
## layer usage
metal / global-route usage (%) / share of wire (%)
met1: 23.9 / 44
met2: 25.8 / 47
met3: 4.41 / 7.5
met4: 1.09 / 0.60
met5: 0 / 0
No activity file was given, so power comes from the tool's default toggle rates.
